==> flow/design.v <==
module alu16 (
  input  wire [15:0] A,      
  input  wire [15:0] B,      
  input  wire [2:0]  Op,     
  input  wire        Cin,    
  output wire [15:0] Y,      
  output wire        Cout    
);
  wire [7:0] A_low  = A[7:0];
  wire [7:0] A_high = A[15:8];
  wire [7:0] B_low  = B[7:0];
  wire [7:0] B_high = B[15:8];
  wire [7:0] Y_low, Y_high;
  wire       C_middle;       
  wire shift_bit_right = (Op == 3'b110) ? A_high[0] : 1'b0;   
  wire shift_bit_left  = (Op == 3'b101) ? A_low[7]  : 1'b0;   
  alu8 alu_low (
    .A(A_low),
    .B(B_low),
    .Op(Op),
    .Cin(Cin),
    .Y(Y_low),
    .Cout(C_middle)
  );
  alu8 alu_high (
    .A(A_high),
    .B(B_high),
    .Op(Op),
    .Cin((Op == 3'b000 || Op == 3'b001) ? C_middle : 
         (Op == 3'b101) ? shift_bit_left : 
         (Op == 3'b110) ? 1'b0 : 1'b0),
    .Y(Y_high),
    .Cout(Cout)
  );
  assign Y = {Y_high, Y_low};
endmodule
module alu8 (
  input  wire [7:0] A,      
  input  wire [7:0] B,      
  input  wire [2:0] Op,     
  input  wire       Cin,    
  output reg  [7:0] Y,      
  output reg        Cout    
);
  reg [8:0] result;       
  always @(*) begin
    case (Op)
      3'b000: begin   
        result = A + B + Cin;
        Y = result[7:0];
        Cout = result[8];
      end
      3'b001: begin   
        result = A - B - Cin;
        Y = result[7:0];
        Cout = result[8];
      end
      3'b010: begin   
        Y = A & B;
        Cout = 0;
      end
      3'b011: begin   
        Y = A | B;
        Cout = 0;
      end
      3'b100: begin   
        Y = A ^ B;
        Cout = 0;
      end
      3'b101: begin   
        Y = A << 1;
        Cout = A[7];
      end
      3'b110: begin   
        Y = A >> 1;
        Cout = A[0];
      end
      3'b111: begin   
        Y = ~A;
        Cout = 0;
      end
      default: begin
        Y = A;
        Cout = 0;
      end
    endcase
  end
endmodule
==> flow/run.sh <==
#!/bin/bash
# OpenROAD 26Q1-2900-gdf79404cd8, Yosys 0.63+post, stock flow scripts
make -C /OpenROAD-flow-scripts/flow DESIGN_CONFIG=/design/flow/config.mk WORK_HOME=/design/flow/orfs finish
==> flow/config.mk <==
export PLATFORM = sky130hd
export DESIGN_NAME = alu16
export DESIGN_NICKNAME = alu16
export VERILOG_FILES = /design/flow/design.v
export SDC_FILE = /design/flow/constraint.sdc
export NUM_CORES = 4
export LEC_CHECK = 1
export CORE_UTILIZATION = 40
==> flow/constraint.sdc <==
current_design alu16

set clk_period 12.6
set clk_io_pct 0.2

create_clock -name clk0 -period $clk_period

set non_clock_inputs [all_inputs -no_clocks]
set_input_delay [expr $clk_period * $clk_io_pct] -clock clk0 $non_clock_inputs
set_output_delay [expr $clk_period * $clk_io_pct] -clock clk0 [all_outputs]
==> run notes <==
The flow run is done. Count of mapped cells out of synthesis landed at 413. Yosys warning count landed at 1. Summing the areas of all compound-gate instances in the mapped netlist gives 29.60% of the synthesized area.

The flow ran to the end, and the final reports show no timing, DRC or antenna violations. Total track usage landed at 20.78%. The number of antenna violations at the first check in global routing is 0. Detailed placement reports a standard cell area of 3517 sq um. The number of hold buffers added after CTS was 0. The number of antenna diodes in the final layout is 0. In this run the mean area of a mapped cell was 7.186 sq um. Worst slew margin relative to its limit landed at 54.59%. Layout filler cell count landed at 719. The final timing report counts setup violations totalling 0. Summing all multi-input logic gate instances after layout gives 2601 sq um. Listed in order, past its start point the critical path passes clkdlybuf4s50_1 -> inv_1 -> ha_1 -> ha_1 -> or2_2 -> a21oi_1 -> a21oi_1 -> a31oi_1 -> xnor2_1 -> a21o_1 -> fa_1 -> inv_1 -> ha_1 -> nor2_1 -> fa_1 -> nand2b_4 -> a31o_2 -> a41oi_1 -> mux2_2 -> a21oi_1 -> nor2_1 -> clkdlybuf4s50_1.

Summed over all layers, the routed wires come to 7.901 mm. Placeable core region landed at 7214 sq um. Number of logged tool warnings landed at 64. Setup total negative slack on the finished layout was measured at 0 ps. After clock tree synthesis, the repair step resized 0 gates. The worst path needs 10,150 ps of the cycle, external delays included. OpenSTA, run right after detailed placement, puts the worst setup slack at 2443 ps. Fraction of final layout cells sized beyond drive strength 1 landed at 5.111%.

Simple-gate portion of the synthesized area landed at 14.46%. STA shows the worst min-delay path finishing at Y[13]. Transition time at the pin with the least slew margin landed at 679.8 ps.

In this run the most critical hold path is launched from Op[0]. The HPWL after detailed placement is 5.966 mm. Once layout is complete, the utilization of the core stands at 48.75%. After synthesis the cells add up to 2968 sq um. STA reports the tightest min-delay check as being of type input port to output pin. The first global-routing pass estimated 12.64 mm of wire. The global router reports that the layer with the highest usage is met1. Global routing used 31.29% of the available met2 tracks. The iteration count recorded for the first detailed-route pass is 4. The initialized floorplan defines 31 standard-cell rows. Entering global routing, the biggest net connects 55 pins. Clock buffers in the final layout number 0. Multiplexer share of the synthesized area landed at 6.535%. Count of buffers added by post-CTS timing repair for setup landed at 0. Worst vdd rail ir drop landed at 18.84 uV.

Die outline height landed at 88.14 microns. STA classifies the critical path endpoint as an output pin. The data arrival time reported for the critical path is 7630 ps. Per the post-route antenna check, the number of violating nets is 0. Leakage power total landed at 1.615 nW. In this run the full chip footprint comes out at 7768 sq um. Total count of max-transition violations in the final report landed at 0.

Number of vias after detailed routing landed at 2,942. After detailed routing, the number of remaining DRC violations is 0. Area overhead of the layout relative to synthesis landed at 18.51%. Width of the die landed at 88.14 microns.

Looking at the setup timing report, the critical path kind is input port to output pin. Flip-flop and latch count landed at 0. Number of primary I/O pins landed at 53. In the synthesized netlist, the dominant kind of combinational cell is adder cells. The routed design shows a via density per instance of 5.359. The slowest stage of the critical path belongs to the cell clkdlybuf4s50_1. The flow reports an fmax of 0.09851 GHz.

According to the Yosys statistics, the synthesized design has a chip area of 2968 sq um. Final worst-path cycle share landed at 80.56%. Setup repair after global routing left no endpoint under its margin. Largest fanout on the critical path landed at 5.

Met1 capacity usage during global routing landed at 34.11%. On met3, the global router reports a usage of 1.718%. Critical path buffer and inverter count landed at 4. For reference, the final report shows the hold violation count at 0.

In the hold timing report, the worst path depth is 5. Per the gpl log, the routability congestion estimate is 0.9147. For reference, full adder, half adder and majority cells occupy 30.69% of the area reported after synthesis. According to the timing report, the data required time at the worst endpoint equals 10,080 ps. Share of the yosys chip area belonging to registers landed at 0%.

Number of global-route vias before repair landed at 2,549. The synthesized netlist was found by Yosys to have 413 cells. Worst setup margin landed at 2449 ps. Per the detail_route report, routed wire per instance is 14.39 microns. Distinct cell type count of the synthesized netlist landed at 57. Total area of sequential cells landed at 0 sq um. Among all stages on the critical path, the maximum delay recorded is 550 ps. Overall overflow remaining after global route landed at 0.

Number of placed cells counting well taps landed at 549. The worst setup path is launched from an input port. Port buffer count landed at 53. Per STA, the worst path accumulates the most delay in the family adder cells. Final instance area landed at 3517 sq um. Non-filler instance count after layout landed at 549. For reference, XOR and XNOR gates occupy 6.197% of the area reported after synthesis. Count of routing violations after the opening detailed-route iteration landed at 178. Starting density of the core landed at 41.14%. The tool flagged a number of max-cap violations equal to 0.

Cell area power density landed at 47.28 nW/um^2.
worst min-delay path, delay by kind of cell:
kind                   cells  cell delay [ps]
AOI/OAI and AO/OA          2              300
buffers and inverters      3              800
worst max-delay path by stage:
| stage | from | endpoint | cells after the start |
|---|---|---|---|
| final | A[4] | Cout | 22 |
| after global routing | A[4] | Cout | 22 |
| after CTS | A[4] | Cout | 22 |
kinds of logic (layout without fill, tap and decap cells):
family	count (synthesis)	in the layout
AOI/OAI and AO/OA	136	136
xor gates and xnor gates	21	21
adders and majority gates	68	68
buffers and inverters	82	119
muxes	14	14
and+or+nand+nor	92	92
metal layers:
layer  share of wire, %  vias up  wire length (microns)
met5                  0        -                      0
met4               0.41        0                     32
met3                5.7        2                    452
met2                 42       75                   3328
met1                 52     1341                   4088
li1                   -     1524                      -
layout by cell type (no fill, tap or decap), types with 2 or more instances in the layout:
cell | Yosys | layout
inv_1 | 61 | 61
ha_1 | 60 | 60
clkdlybuf4s50_1 | 0 | 52
a21oi_1 | 45 | 45
nand2_1 | 31 | 31
nor2_1 | 28 | 28
o21ai_0 | 26 | 26
xnor2_1 | 13 | 13
o22ai_1 | 9 | 9
a211oi_1 | 8 | 8
xor2_1 | 8 | 8
fa_1 | 8 | 8
mux2i_1 | 7 | 7
a221oi_1 | 7 | 7
nor3_1 | 7 | 6
o211ai_1 | 6 | 6
nand2b_1 | 6 | 6
a21o_1 | 5 | 5
nand3_1 | 5 | 5
a22oi_1 | 5 | 5
buf_4 | 0 | 5
o21a_1 | 4 | 4
or3_1 | 4 | 4
mux4_2 | 4 | 4
a31oi_1 | 3 | 3
mux2_2 | 3 | 3
a222oi_1 | 2 | 2
cell usage after synthesis (all sizes together), types with 6 or more instances:
cell	instances	area [sq um]
a211oi	8	60.06
a21oi	46	234.0
a221oi	7	61.31
buf	11	65.06
clkbuf	10	77.57
fa	8	160.2
ha	60	750.7
inv	61	229.0
mux2i	7	70.07
nand2	31	116.4
nand2b	7	51.30
nand3	6	35.03
nor2	28	105.1
nor3	7	35.03
o211ai	6	45.04
o21ai	27	146.4
o22ai	9	56.30
xnor2	13	113.9
xor2	8	70.07
where the power goes:
part           leakage [nW]  internal [mW]  switching [mW]
clock                     0              0               0
combinational          1.61         0.0829          0.0834
sequential                0              0               0
total                  1.61         0.0829          0.0834
cell type report:
class | instances | area share, %
tap | 99 | 3.522
timing repair buffer | 58 | 16.01
inverter | 61 | 6.510
multi-input combinational | 331 | 73.96
per-stage QoR:
stage | total power [mW] | hold WS [ps]
after global routing | 0.1859 | 6237
after CTS | 0.1664 | 6143
after floorplan | 0.1121 | 5243
after global placement | 0.1659 | 6153
final | 0.1663 | 6137
after detailed placement | 0.1650 | 6141
Power is estimated from default activity; no workload was simulated.
